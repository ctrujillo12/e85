File: design/flow/run.sh
#!/bin/bash
# OpenROAD 26Q1-2900-gdf79404cd8, Yosys 0.63+post, stock flow scripts
make -C /OpenROAD-flow-scripts/flow DESIGN_CONFIG=/design/flow/config.mk WORK_HOME=/design/flow/orfs finish
File: design/flow/config.mk
export PLATFORM = sky130hd
export DESIGN_NAME = turnsignal
export DESIGN_NICKNAME = turnsignal
export VERILOG_FILES = /design/flow/design.v
export SDC_FILE = /design/flow/constraint.sdc
export NUM_CORES = 4
export LEC_CHECK = 1
export CORE_AREA = 10 10 70 70
export DIE_AREA = 0 0 80 80
File: design/flow/constraint.sdc
current_design turnsignal

set clk_period 1.7
set clk_io_pct 0.2

create_clock -name clk0 -period $clk_period [get_ports {clk}]

set non_clock_inputs [all_inputs -no_clocks]
set_input_delay [expr $clk_period * $clk_io_pct] -clock clk0 $non_clock_inputs
set_output_delay [expr $clk_period * $clk_io_pct] -clock clk0 [all_outputs]
File: design/flow/design.v
module turnsignal(
    input  logic clk,
    input  logic reset,
    input  logic left, right,
    output logic la, lb, lc, ra, rb, rc
);
    logic [6:0] s, sp;
    and  s0l_and(sp[1], s[0], left);    
    and  s0r_and(sp[4], s[0], right);   
    or   sp0_or(sp[0], (s[0] & ~(left|right)), s[3], s[6]); 
    buf  b1(sp[2], s[1]);   
    buf  b2(sp[3], s[2]);   
    buf  b3(sp[5], s[4]);   
    buf  b4(sp[6], s[5]);   
    or  o_la(la, s[1], s[2], s[3]);
    or  o_lb(lb, s[2], s[3]);
    buf b_lc(lc, s[3]);
    or  o_ra(ra, s[4], s[5], s[6]);
    or  o_rb(rb, s[5], s[6]);
    buf b_rc(rc, s[6]);
    flopr #(7) state_reg (.clk(clk), .reset(reset), .d(sp), .q(s));
endmodule
module flopr #(parameter N=7) (
    input  logic clk,
    input  logic reset,
    input  logic [N-1:0] d,
    output logic [N-1:0] q
);
    always_ff @(posedge clk or posedge reset)
        if (reset) q <= 7'b0000001;  
        else       q <= d;
endmodule
==> results.sh <==
# yosys + openroad results
export IMPL_grt_pass1_wl_um=793
export IMPL_crit_path_end_kind="output pin"
export IMPL_cts_root_buffer="clkbuf_4"
export IMPL_ant_nets=0
export IMPL_viasPerCell=2.12
export IMPL_seqPwrFrac_pct=52.2
export IMPL_grt_pass1_vias=183
export IMPL_total_power_w=0.000320
export IMPL_cp_slowest_cell="clkdlybuf4s50_1"
export IMPL_clk_pin_slew_worst_paths_ns=0.05
export IMPL_post_place_ws_ns=0.148
export IMPL_cts_buffers_inserted=3
export IMPL_reg_top3="state_reg.q x7"
export IMPL_fin_crit_ns=1.65
export IMPL_grt_total_usage_pct=1.56
export IMPL_pin_count=10
export IMPL_avgSynthCellArea_um2=14.4
export IMPL_maxSlewHeadroom_pct=83.9
export IMPL_drt_total_wl_um=533
export IMPL_ys_cells=16
export IMPL_fp_util_pct=6.74
export IMPL_ir_drop_mv=0.103
export IMPL_netlist_instances=16
export IMPL_min_path_type="in -> async"
export IMPL_top_register="state_reg.q"
export IMPL_synth_seq_cells=7
export IMPL_first_pass_iters=1
export IMPL_ys_area_um2=230
export IMPL_fillers=400
export IMPL_globalplace_congestion=0.654
export IMPL_fin_tns_setup_ns=0
export IMPL_setup_ws_ns=0.0479
export IMPL_finalHoldViolCount=0
export IMPL_ys_warnings_count=1
export IMPL_numClockSinks=7
export IMPL_setup_viol=0
export IMPL_htree_levels=1
export IMPL_synthDistinctLibCells=9
export IMPL_maxSlewViolCount=0
export IMPL_power_frac_clock_pct=44.3
export IMPL_fin_crit_sh_pct=97.2
export IMPL_grt_max_degree=8
export IMPL_power_frac_comb_pct=3.5
export IMPL_rsz0062_at_grt="no"
export IMPL_drt_iter0_drc=0
export IMPL_die_height_um=80
export IMPL_antenna_found_initial=0
export IMPL_placed_cells=71
export IMPL_p_sw_w=0.0000576
export IMPL_numPortBuffers=9
export IMPL_critical_path_max_stage_delay_ns=0.41
export IMPL_final_util_pct=12.0
export IMPL_switching_share_pct=18.0
export IMPL_cellLeakagePower_nw=0.205
export IMPL_wire_per_inst_um=7.01
export IMPL_skew_ns=0.000480
export IMPL_syn_area_um2=230
export IMPL_tightest_slew_ns=0.241
export IMPL_max_freq_mhz=605
export IMPL_power_density_nw_per_um2=783
export IMPL_layout_drive_gt1_share_pct=20.0
export IMPL_warnings=25
export IMPL_final_common_cell="clkdlybuf4s50_1"
export IMPL_rows=21
export IMPL_gr_total_overflow=0
export IMPL_cts_tree="yes"
export IMPL_crit_fanout=3
export IMPL_chipArea_um2=6400
export IMPL_cp_start_kind="flip-flop"
export IMPL_area_delta_synth_final_pct=77.7
export IMPL_ys_seq_share_pct=76.6
export IMPL_path_class="reg -> out"
export IMPL_core_area_um2=3420
export IMPL_die_w_um=80
export IMPL_crit_required_ns=1.36
export IMPL_vias=161
export IMPL_arrival_ns=1.31
export IMPL_layout_cells_most_common_list="clkdlybuf4s50_1, dfrtp_1, clkbuf_4"
export IMPL_num_antenna_cells=0
export IMPL_instances_no_fill=76
export IMPL_max_cap_violations=0
export IMPL_p_int_w=0.000263
export IMPL_status="complete, no violations"
export IMPL_path_cells="or2_2, clkdlybuf4s50_1"
export IMPL_largest_register_ffs=7
export IMPL_drc_errors=0
export IMPL_ctsLongestPathBuffers=2
export IMPL_clk_latency_ns=0.24
==> through the flow <==
step / hold WS (ns) / instance area [um2]
floorplan: 0.143 / 230
global placement: 0.353 / 378
detailed placement: 0.360 / 378
CTS: 0.324 / 409
global route: 0.348 / 409
finish: 0.319 / 409
==> cells by family (layout without fill, tap and decap cells) <==
family	after synthesis	after routing	synth area share, %
compound gates	1	1	3.81
buf+inv	1	15	1.63
flops	7	7	76.6
simple gates	7	7	17.9
==> Yosys cell counts <==
library cell / instances / area (um2)
dfrtp_1: 6 / 150
or2_1: 1 / 6.26
or3_1: 2 / 12.5
nor2_1: 1 / 3.75
or2_2: 1 / 6.26
dfstp_2: 1 / 26.3
and2_1: 2 / 12.5
inv_1: 1 / 3.75
a211o_1: 1 / 8.76
==> repair_timing <==
| action | 4_1_cts | 5_1_grt |
|---|---|---|
| resized | 2 | 0 |
| setup buffers | 1 | 0 |
| endpoints found under the setup margin | 3 | 0 |
| endpoints found under the hold margin | 0 | 0 |
| hold buffers | 0 | 0 |
==> worst max-delay path: cells and delay by family, from the launching register on <==
| kind | cells | cell delay (ns) |
|---|---|---|
| DFF | 1 | 0.38 |
| buffers and inverters | 1 | 0.41 |
| and+or+nand+nor | 1 | 0.29 |
==> metal layers <==
metal	up-vias	wire length (um)	track usage, %
met4	0	27	1.23
met2	7	229	2.25
met1	73	240	1.89
met5	-	0	0
li1	79	-	-
met3	2	36	0.455
==> cell type report <==
class | count | area [um2] | area share (%)
multi-input cells | 8 | 50.0 | 12.2
inverters | 1 | 3.75 | 0.917
repair buffers | 10 | 95.1 | 23.2
flip-flops and latches | 7 | 176 | 43.1
well taps | 46 | 57.6 | 14.1
clock buffers | 4 | 26.3 | 6.42
==> power groups by stage <==
stage | sequential (W) | clock, W | combinational (W)
4_1_cts | 0.000167 | 0.000150 | 0.0000117
5_1_grt | 0.000167 | 0.000151 | 0.0000125
6_report | 0.000167 | 0.000142 | 0.0000113
==> final timing paths <==
check / start / end / slack [ns] / cells past startpoint
setup / recovery: state_reg.q[3] / lb / 0.05 / 2
max in group asynchronous: reset / state_reg.q[0] / 1.12 / 2
hold / removal: reset / state_reg.q[4] / 0.32 / 2
min in group clk0: state_reg.q[1] / state_reg.q[2] / 0.37 / 0
hold reg to reg: state_reg.q[1] / state_reg.q[2] / 0.37 / 0
setup reg to reg: state_reg.q[3] / state_reg.q[0] / 0.90 / 2
No activity file was given, so power comes from the tool's default toggle rates.
