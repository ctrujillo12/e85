File: /design/flow/design.v
module keyboard(
    input  logic clk,
    input  logic reset,     
    input  logic [3:0] keys,
    output logic speaker
);
    logic [3:0] keys_sync;
    always_ff @(posedge clk) begin
        keys_sync <= keys;
    end
    logic [1:0] sel;
    logic valid;
    priority_enc prio (
        .keys(keys_sync),
        .sel(sel),
        .valid(valid)
    );
    logic [31:0] selected_p;
    mux4_1_p note_mux (
        .s(sel),
        .valid(valid),
        .p(selected_p)
    );
    upctr #(.width(32)) note_ctr (
        .clk(clk),
        .reset(~reset),    
        .p(selected_p),    
        .tone(speaker)
    );
endmodule
module mux4_1_p #(
    parameter int P_A = 32'd37796,  
    parameter int P_G = 32'd33673,  
    parameter int P_E = 32'd28312,  
    parameter int P_C = 32'd22471   
)(
    input  logic [1:0] s,
    input  logic       valid,
    output logic [31:0] p
);
    assign p = valid ?
                  (s[1] ? (s[0] ? P_C : P_E)
                        : (s[0] ? P_G : P_A))
                : 32'd0;  
endmodule
module priority_enc (
    input  logic [3:0] keys,    
    output logic [1:0] sel,     
    output logic       valid    
);
    always_comb begin
        sel   = 2'b00;
        valid = 1'b0;
        if (!keys[3]) begin
            sel   = 2'b11;
            valid = 1'b1;
        end else if (!keys[2]) begin
            sel   = 2'b10;
            valid = 1'b1;
        end else if (!keys[1]) begin
            sel   = 2'b01;
            valid = 1'b1;
        end else if (!keys[0]) begin
            sel   = 2'b00;
            valid = 1'b1;
        end
    end
endmodule
module upctr #(parameter width= 32)(
    input  logic              clk,
    input  logic              reset,    
    input  logic [width-1:0]  p,        
    output logic              tone
);
    logic [width-1:0] step_counter;
    always_ff @(posedge clk or negedge reset) begin
        if (!reset) begin
            step_counter <= 0;
            tone         <= 0;
        end else if (p == 0) begin
            step_counter <= 0;
            tone         <= 0;
        end else begin
            step_counter <= step_counter + p;
            tone         <= step_counter[width-1];  
        end
    end
endmodule
File: /design/flow/run.sh
#!/bin/bash
# OpenROAD 26Q1-2900-gdf79404cd8, Yosys 0.63+post, stock flow scripts
make -C /OpenROAD-flow-scripts/flow DESIGN_CONFIG=/design/flow/config.mk WORK_HOME=/design/flow/orfs finish
File: /design/flow/config.mk
export PLATFORM = sky130hd
export DESIGN_NAME = keyboard
export DESIGN_NICKNAME = keyboard
export VERILOG_FILES = /design/flow/design.v
export SDC_FILE = /design/flow/constraint.sdc
export NUM_CORES = 4
export LEC_CHECK = 1
export CORE_UTILIZATION = 30
File: /design/flow/constraint.sdc
current_design keyboard

set clk_period 9.9
set clk_io_pct 0.2

create_clock -name clk0 -period $clk_period [get_ports {clk}]

set non_clock_inputs [all_inputs -no_clocks]
set_input_delay [expr $clk_period * $clk_io_pct] -clock clk0 $non_clock_inputs
set_output_delay [expr $clk_period * $clk_io_pct] -clock clk0 [all_outputs]
==> impl_metrics.csv <==
group,metric,value,unit
run_status,status,"finished, final reports clean",
global_route,antenna_found_initial,0,
synthesis,largest_area_cell,"dfrtp_1",
synthesis,synth_area_per_cell,8.88,µm²
final_timing,slew_violations,0,
setup_path,critPathTopFamily,"simple AND/OR/NAND/NOR gates",
synthesis,ys.flop_type,"dfrtp_1",
global_route,grt_usage,11.9,%
routing,drtPass1Iterations,6,
setup_path,endpoint_kind,"flip-flop",
setup_path,crit_path_end,"note_ctr.step_counter[18]",
final_timing,whs,0.528,ns
power_and_ir_drop,p_per_area,274,nW/µm²
routing,diodes,0,
clocking,cts_root_buf,"clkbuf_8",
routing,vias_per_cell,4.84,
clocking,clk_pin_slew,0.07,ns
setup_path,cp.required,10.11,ns
clocking,post-cts-setup-buffers,0,
place,place_ws,6.58,ns
setup_path,cp-start-kind,"flip-flop",
setup_path,reg2regPathDepth,11,
synthesis,mux_share,0,%
flow_run,warnings,26,
power_and_ir_drop,ir_drop,0.0999,mV
setup_path,r2r_end,"note_ctr.step_counter[18]",
cells_and_area,nFillCells,735,
power_and_ir_drop,cellLeakagePower,1.12,nW
clocking,numCtsBuffers,5,
synthesis,area_leaders,"dfrtp_1 (35%), ha_1 (9.0%), a21oi_1 (6.0%)",
routing,first_iter_violations,150,
floorplanning,coreArea,7410,µm²
synthesis,ys.flops,37,
floorplanning,floorplan.core_util,31.8,%
final_timing,clock.fmax,305,MHz
synthesis,yosys_warnings,3,
clocking,htreeDepth,2,
final_timing,tightest_slew,0.536,ns
global_route,overflow,0,
routing,antenna_left,0,
synthesis,synth-simple-area-share,21.0,%
floorplanning,rows,31,
synthesis,yosysChipArea,2350,µm²
clocking,cts-resized-gates,0,
setup_path,r2r-start,"keys_sync[2]",
routing,num_vias,1792,
floorplanning,dieArea,8200,µm²
hold_path,hold_path.class,"reg2reg",
setup_path,crit_slowest_cell,"a2111oi_4",
setup_path,path_class,"reg2reg",
synthesis,synthCells,265,
routing,avgRoutedWirePerCell,12.0,µm
routing,drc,0,
synthesis,synth_seq_share,38.5,%
setup_path,path_depth,11,
cells_and_area,synthToLayoutAreaGrowth,10.0,%
floorplanning,die_w,90.6,µm
final_timing,setup_violations,0,
global_route,grt_pass1_vias,1681,
setup_path,r2r_slack,6.62,ns
final_timing,max-slew-margin-rel,64.2,%
cells_and_area,fin_cells,370,
setup_path,critPathMaxFanout,36,
synthesis,synth-edff-count,0,
synthesis,ys_sh_xor,7.07,%
setup_path,path_buffers,2,
synthesis,fa_ha_area_share,9.04,%
synthesis,synthTopLogicFamily,"simple AND/OR/NAND/NOR gates",
place,gp_congestion,0.830,
global_route,grt_max_degree,37,
final_timing,setup_ws,6.62,ns
synthesis,netlist_area,2350,µm²
setup_path,crit_path_start,"keys_sync[2]",
clocking,clock_sinks,37,
setup_path,max_stage_delay,0.44,ns
global_route,grt_first_pass_wirelength,7960,µm
clocking,clkLatencyLatePin,0.28,ns
clocking,tritoncts,"yes",
place,hpwlAfterDp,3130,µm
final_timing,rsz0062_at_grt,"false",
clocking,clock_path_buffers,2,
final_timing,fin_crit_sh,33.1,%
place,place_inst,362,
synthesis,synth_cell_types,39,
final_timing,finClkSkew,0.00879,ns
cells_and_area,drive_gt1_share,5.17,%
floorplanning,io_pins,7,
final_timing,tns,0,ns
flow_run,drv_cap,0,
setup_path,worstPathCellList,"and4_1 > buf_4 > inv_2 > and2_1 > ha_1 > and4_1 > a221oi_2 > a2111oi_4 > a22oi_2 > or3_1 > a21oi_1",
final_timing,fin_crit,3.28,ns
place,io_buffer_count,6,
synthesis,synth-async-reset-ratio,89.2,%
setup_path,cp_data_arrival_time,3.49,ns
floorplanning,dieHeight,90.6,µm
setup_path,cp_common_cell,"and4_1",
clocking,hold_buffers,0,
synthesis,yosysCellCount,265,
synthesis,yosys.area.top_type_share,35.1,%
final_timing,hold_viol,0,
routing,wl,4430,µm
synthesis,compound_area_share,20.9,%
-- how the worst min path moves through the flow --
stage / start / end / depth (start not counted)
6_report: note_ctr.step_counter[31] / note_ctr.tone / 1
5_1_grt: note_ctr.step_counter[31] / note_ctr.tone / 1
4_1_cts: note_ctr.step_counter[31] / note_ctr.tone / 1
-- layout make-up --
cell class,count,area [µm²],share of cell area (%)
repair buffers,9,82.6,3.19
clock buffers,8,90.1,3.48
multi-input cells,211,1370,52.7
flip-flops and latches,37,906,35.0
inverters,6,22.5,0.870
well taps,99,124,4.78
-- cells in the mapped netlist, types with 2 or more instances --
| cell type | number |
|---|---|
| ha_1 | 17 |
| nand3_1 | 7 |
| o211ai_1 | 3 |
| nand2b_1 | 3 |
| dfxtp_1 | 4 |
| dfrtp_1 | 33 |
| xnor2_1 | 11 |
| buf_6 | 2 |
| nor3_1 | 3 |
| nand4_1 | 2 |
| xor2_1 | 8 |
| and2_1 | 7 |
| nor2_1 | 23 |
| inv_1 | 5 |
| clkbuf_1 | 8 |
| o31a_1 | 2 |
| or3_1 | 14 |
| a21o_1 | 7 |
| and4_1 | 4 |
| nand2_1 | 25 |
| and3_1 | 6 |
| a211oi_1 | 2 |
| a21oi_1 | 28 |
| o21ai_0 | 26 |
-- cells by family after synthesis --
logic type               count (synthesis)
AND-OR/OR-AND                           78
XOR/XNOR                                19
adder cells (fa/ha/maj)                 17
buffers and inverters                   17
flip-flops                              37
AND/OR/NAND/NOR                         97
-- layer usage --
layer	vias up	track usage (%)	wire, µm
met5	-	0	0
met4	0	1.34	35
met3	2	1.71	85
met2	18	17.2	1870
met1	809	19.7	2440
li1	963	-	-
-- metrics by stage --
| stage | util [%] | power, mW | cell area [µm²] |
|---|---|---|---|
| 5_1_grt | 35.0 | 0.784 | 2590 |
| 3_5_place_dp | 33.7 | 0.600 | 2500 |
| 2_1_floorplan | - | 0.539 | 2350 |
| 3_3_place_gp | 33.7 | 0.603 | 2500 |
| 4_1_cts | 35.0 | 0.716 | 2590 |
| 6_report | 35.0 | 0.710 | 2590 |
-- registers in the layout, summed over array words and instances, names as in the netlist --
register               count
note_ctr.step_counter     32
keys_sync                  4
note_ctr.tone              1
-- cells in the final DEF, fill, tap and decap left out, drive strengths merged --
master	netlist	layout
dfrtp	33	33
a21oi	28	28
o21ai	26	26
nand2	25	25
nor2	23	23
ha	17	17
or3	14	14
xnor2	11	11
xor2	8	8
clkbuf	8	8
and2	7	7
a21o	7	7
nand3	7	7
and3	7	7
clkdlybuf4s50	0	6
inv	6	6
and4	4	4
dfxtp	4	4
o211ai	3	3
nor3	3	3
nand2b	3	3
buf	3	3
nand4	2	2
a211oi	2	2
o31a	2	2
and2b	1	1
a221oi	1	1
a2111oi	1	1
a2bb2oi	1	1
a41oi	1	1
a22oi	1	1
o211a	1	1
o221ai	1	1
o21a	1	1
and4b	1	1
a31oi	1	1
o311ai	1	1
-- worst register-to-register path, delay by kind of cell, from the launching register on --
family,cells,cell delay (ns)
and+or+nand+nor,4,1.01
adders and majority gates,1,0.35
AOI/OAI and AO/OA,4,0.95
buffers and inverters,2,0.53
DFF,1,0.38
-- where the power goes --
part,total [mW],switching [mW],internal (mW)
registers,0.223,0.0260,0.197
logic,0.377,0.214,0.163
clock network,0.109,0.0521,0.0568
total,0.710,0.293,0.417
Power is estimated from default activity; no workload was simulated.
